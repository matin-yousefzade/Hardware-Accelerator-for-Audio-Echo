<file path="design/flow/design.v">
module AVS_ACCELERATOR #
(
  parameter integer avs_avalonslave_data_width = 32,
  parameter integer avs_avalonslave_address_width = 4,
  parameter integer avm_avalonmaster_data_width = 32,
  parameter integer avm_avalonmaster_address_width = 32
)
(
  input wire csi_clock_clk,
  input wire csi_clock_reset,
  input wire [avs_avalonslave_address_width - 1:0] avs_avalonslave_address,
  output wire avs_avalonslave_waitrequest,
  input wire avs_avalonslave_read,
  input wire avs_avalonslave_write,
  output wire [avs_avalonslave_data_width - 1:0] avs_avalonslave_readdata,
  input wire [avs_avalonslave_data_width - 1:0] avs_avalonslave_writedata,
  output wire [avm_avalonmaster_address_width - 1:0] avm_avalonmaster_address,
  input wire avm_avalonmaster_waitrequest,
  output wire avm_avalonmaster_read,
  output wire avm_avalonmaster_write,
  input wire [avm_avalonmaster_data_width - 1:0] avm_avalonmaster_readdata,
  output wire [avm_avalonmaster_data_width - 1:0] avm_avalonmaster_writedata
);
wire start;
wire done;
wire init_start;
wire [10:0] num;
wire [18:0] size;
wire [31:0] raddr;
wire [31:0] laddr;
wire [31:0] waddr;
AVS_AVALONSLAVE_CTRL #
(
  .AVS_AVALONSLAVE_DATA_WIDTH(avs_avalonslave_data_width),
  .AVS_AVALONSLAVE_ADDRESS_WIDTH(avs_avalonslave_address_width)
) AVS_AVALONSLAVE_CTRL_INST  
(
  .START(start),
  .DONE(done),
  .INIT_START(init_start),
  .NUM(num),
  .SIZE(size),
  .RADDR(raddr),
  .LADDR(laddr),
  .WADDR(waddr),
  .CSI_CLOCK_CLK(csi_clock_clk),
  .CSI_CLOCK_RESET(csi_clock_reset),
  .AVS_AVALONSLAVE_ADDRESS(avs_avalonslave_address),
  .AVS_AVALONSLAVE_WAITREQUEST(avs_avalonslave_waitrequest),
  .AVS_AVALONSLAVE_READ(avs_avalonslave_read),
  .AVS_AVALONSLAVE_WRITE(avs_avalonslave_write),
  .AVS_AVALONSLAVE_READDATA(avs_avalonslave_readdata),
  .AVS_AVALONSLAVE_WRITEDATA(avs_avalonslave_writedata)
);
AVM_AVALONMASTER_MAGNITUDE #
(
  .AVM_AVALONMASTER_DATA_WIDTH(avm_avalonmaster_data_width),
  .AVM_AVALONMASTER_ADDRESS_WIDTH(avm_avalonmaster_address_width)
) AVM_AVALONMASTER_MAGNITUDE_INST  
(
  .START(start),
  .DONE(done),
  .INIT_START(init_start),
  .NUM(num),
  .SIZE(size),
  .RADDR(raddr),
  .LADDR(laddr),
  .WADDR(waddr),
  .CSI_CLOCK_CLK(csi_clock_clk),
  .CSI_CLOCK_RESET(csi_clock_reset),
  .AVM_AVALONMASTER_ADDRESS(avm_avalonmaster_address),
  .AVM_AVALONMASTER_WAITREQUEST(avm_avalonmaster_waitrequest),
  .AVM_AVALONMASTER_READ(avm_avalonmaster_read),
  .AVM_AVALONMASTER_WRITE(avm_avalonmaster_write),
  .AVM_AVALONMASTER_READDATA(avm_avalonmaster_readdata),
  .AVM_AVALONMASTER_WRITEDATA(avm_avalonmaster_writedata)
);
endmodule
module AVM_AVALONMASTER_MAGNITUDE #
(
  parameter integer AVM_AVALONMASTER_DATA_WIDTH = 32,
  parameter integer AVM_AVALONMASTER_ADDRESS_WIDTH = 32
)
(
  input wire START,
  output wire DONE,
  output wire INIT_START,
  input wire [10:0] NUM,
  input wire [18:0] SIZE,
  input wire [AVM_AVALONMASTER_DATA_WIDTH - 1:0] RADDR,
  input wire [AVM_AVALONMASTER_DATA_WIDTH - 1:0] LADDR,
  input wire [AVM_AVALONMASTER_DATA_WIDTH - 1:0] WADDR,
  input wire CSI_CLOCK_CLK,
  input wire CSI_CLOCK_RESET,
  output wire [AVM_AVALONMASTER_ADDRESS_WIDTH - 1:0] AVM_AVALONMASTER_ADDRESS,
  input wire AVM_AVALONMASTER_WAITREQUEST,
  output wire AVM_AVALONMASTER_READ,
  output wire AVM_AVALONMASTER_WRITE,
  input wire [AVM_AVALONMASTER_DATA_WIDTH - 1:0] AVM_AVALONMASTER_READDATA,
  output wire [AVM_AVALONMASTER_DATA_WIDTH - 1:0] AVM_AVALONMASTER_WRITEDATA
);
  reg done;
  reg init_start;
  reg [AVM_AVALONMASTER_ADDRESS_WIDTH - 1:0] address;
  reg read;
  reg write;
  wire [AVM_AVALONMASTER_DATA_WIDTH - 1:0] writedata;
  assign DONE = done;
  assign INIT_START = init_start;
  assign AVM_AVALONMASTER_ADDRESS = address;
  assign AVM_AVALONMASTER_READ = read;
  assign AVM_AVALONMASTER_WRITE = write;
  assign AVM_AVALONMASTER_WRITEDATA = writedata;
  wire [31:0] abs_rdata = AVM_AVALONMASTER_READDATA[31] ? (~AVM_AVALONMASTER_READDATA + 32'h1) : AVM_AVALONMASTER_READDATA;
  wire wr = AVM_AVALONMASTER_WAITREQUEST;
  reg [63:0] sum;
  reg [31:0] waddr, raddr, laddr;
  reg [18:0] cnt2;
  reg [10:0] cnt1;
  reg [1:0] sel_addr;
  reg init1, init2, init_waddr, inc_waddr, init_raddr, inc_raddr, init_laddr, inc_laddr, init_sum, inc_sum, sel_data;
  wire co1, co2;
  parameter [2:0] idle = 3'h0, init = 3'h1, right_read = 3'h2, left_read = 3'h3, WLW = 3'h4, WHW = 3'h5;
  always @(posedge CSI_CLOCK_CLK) begin
    if(CSI_CLOCK_RESET == 0) cnt1 <= 11'h0;
    else if(init1) cnt1 <= NUM - 11'h1;
    else if(inc_waddr) cnt1 <= cnt1 - 11'h1;
  end
  assign co1 = ~(|cnt1);
  always @(posedge CSI_CLOCK_CLK) begin
    if(CSI_CLOCK_RESET == 0) waddr <= 32'h0;
    else if(init_waddr) waddr <= WADDR;
    else if(inc_waddr) waddr <= waddr + 32'h8;
  end
  always @(posedge CSI_CLOCK_CLK) begin
    if(CSI_CLOCK_RESET == 0) cnt2 <= 19'h0;
    else if(init2) cnt2 <= SIZE - 19'h1;
    else if(inc_raddr || inc_laddr) cnt2 <= cnt2 - 19'h1;
  end
  assign co2 = ~(|cnt2);
  always @(posedge CSI_CLOCK_CLK) begin
    if(CSI_CLOCK_RESET == 0) raddr <= 32'h0;
    else if(init_raddr) raddr <= RADDR;
    else if(inc_raddr) raddr <= raddr + 32'h4;
  end
  always @(posedge CSI_CLOCK_CLK) begin
    if(CSI_CLOCK_RESET == 0) laddr <= 32'h0;
    else if(init_laddr) laddr <= LADDR;
    else if(inc_laddr) laddr <= laddr + 32'h4;
  end
  always @(waddr, raddr, laddr, sel_addr) begin
    case(sel_addr)
      2'h0: address = raddr;
      2'h1: address = laddr;
      2'h2: address = waddr;
      2'h3: address = waddr + 32'h4;
      default: address = 32'h0;
    endcase
  end
  always @(posedge CSI_CLOCK_CLK) begin
    if(CSI_CLOCK_RESET == 0) sum <= 64'h0;
    else if(init_sum) sum <= 64'h0;
    else if(inc_sum) sum <= sum + abs_rdata;
  end
  assign writedata = sel_data ? sum[63:32] : sum[31:0];
  reg [2:0] ps, ns;
  always @(ps, START, wr, co1, co2) begin
    begin ns = idle; {read, write, init1, init2, init_waddr, inc_waddr, init_raddr, inc_raddr, init_laddr, inc_laddr, init_sum, inc_sum, sel_addr, sel_data, done, init_start} = 17'h0; end
    case(ps)
      idle: begin ns = START ? init : idle; end
      init: begin ns = right_read; init1 = 1'h1; init2 = 1'h1; init_waddr = 1'h1; init_raddr = 1'h1; init_laddr = 1'h1; init_sum = 1'h1; init_start = 1'h1; end
      right_read: begin ns = (~wr && co2) ? left_read : right_read; read = 1'h1; inc_sum = ~wr; inc_raddr = ~wr; init2 = (~wr && co2); end
      left_read: begin ns = (~wr && co2) ? WLW : left_read; read = 1'h1; inc_sum = ~wr; inc_laddr = ~wr; init2 = (~wr && co2); sel_addr = 2'h1; end
      WLW: begin ns = wr ? WLW : WHW; write = 1'h1; sel_addr = 2'h2; end
      WHW: begin ns = (~wr && co1) ? idle : (~wr && ~co1) ? right_read : WHW; write = 1'h1; sel_addr = 2'h3; sel_data = 1'h1; inc_waddr = ~wr; init_sum = ~wr; done = (~wr && co1); end
      default: begin ns = idle; {read, write, init1, init2, init_waddr, inc_waddr, init_raddr, inc_raddr, init_laddr, inc_laddr, init_sum, inc_sum, sel_addr, sel_data, done, init_start} = 17'h0; end
    endcase
  end
  always @(posedge CSI_CLOCK_CLK) begin
    if(CSI_CLOCK_RESET == 0) ps <= idle;
    else ps <= ns;
  end
endmodule
module AVS_AVALONSLAVE_CTRL #
(
  parameter integer AVS_AVALONSLAVE_DATA_WIDTH = 32,
  parameter integer AVS_AVALONSLAVE_ADDRESS_WIDTH = 4
)
(
  output wire START,
  input wire DONE,
  input wire INIT_START,
  output wire [10:0] NUM,
  output wire [18:0] SIZE,
  output wire [AVS_AVALONSLAVE_DATA_WIDTH - 1:0] RADDR,
  output wire [AVS_AVALONSLAVE_DATA_WIDTH - 1:0] LADDR,
  output wire [AVS_AVALONSLAVE_DATA_WIDTH - 1:0] WADDR,
  input wire CSI_CLOCK_CLK,
  input wire CSI_CLOCK_RESET,
  input wire [AVS_AVALONSLAVE_ADDRESS_WIDTH - 1:0] AVS_AVALONSLAVE_ADDRESS,
  output wire AVS_AVALONSLAVE_WAITREQUEST,
  input wire AVS_AVALONSLAVE_READ,
  input wire AVS_AVALONSLAVE_WRITE,
  output wire [AVS_AVALONSLAVE_DATA_WIDTH - 1:0] AVS_AVALONSLAVE_READDATA,
  input wire [AVS_AVALONSLAVE_DATA_WIDTH - 1:0] AVS_AVALONSLAVE_WRITEDATA
);
  wire start;
  wire wait_request;
  reg [AVS_AVALONSLAVE_DATA_WIDTH - 1:0] read_data;
  wire [10:0] num;
  wire [18:0] size;
  wire [AVS_AVALONSLAVE_DATA_WIDTH - 1:0] raddr;
  wire [AVS_AVALONSLAVE_DATA_WIDTH - 1:0] laddr;
  wire [AVS_AVALONSLAVE_DATA_WIDTH - 1:0] waddr;
  reg [AVS_AVALONSLAVE_DATA_WIDTH - 1:0] slv_reg0;
  reg [AVS_AVALONSLAVE_DATA_WIDTH - 1:0] slv_reg1;
  reg [AVS_AVALONSLAVE_DATA_WIDTH - 1:0] slv_reg2;
  reg [AVS_AVALONSLAVE_DATA_WIDTH - 1:0] slv_reg3;
  assign START = start;
  assign NUM = num;
  assign SIZE = size;
  assign RADDR = raddr;
  assign LADDR = laddr;
  assign WADDR = waddr;
  assign AVS_AVALONSLAVE_WAITREQUEST = wait_request;
  assign AVS_AVALONSLAVE_READDATA = read_data;
  always @(AVS_AVALONSLAVE_READ, AVS_AVALONSLAVE_ADDRESS, slv_reg0, slv_reg1, slv_reg2, slv_reg3)
  begin
    read_data = 32'bz;
    if(AVS_AVALONSLAVE_READ)
    begin
		  case(AVS_AVALONSLAVE_ADDRESS >> 2)
				0: read_data = slv_reg0;
				1: read_data	= slv_reg1;
				2: read_data	= slv_reg2;
				3: read_data = slv_reg3;
		    default: read_data = 32'h0;
		  endcase
    end
  end
  always @(posedge CSI_CLOCK_CLK)
  begin
    if(CSI_CLOCK_RESET == 0)
    begin
      slv_reg0 <= 0;
      slv_reg1 <= 0;
      slv_reg2 <= 0;
      slv_reg3 <= 0;
    end
    if(AVS_AVALONSLAVE_WRITE)
    begin
      case(AVS_AVALONSLAVE_ADDRESS >> 2)
      0: slv_reg0 <= AVS_AVALONSLAVE_WRITEDATA;
      1: slv_reg1 <= AVS_AVALONSLAVE_WRITEDATA;
      2: slv_reg2 <= AVS_AVALONSLAVE_WRITEDATA;
      3: slv_reg3 <= AVS_AVALONSLAVE_WRITEDATA;
      default:
      begin
        slv_reg0 <= slv_reg0;
        slv_reg1 <= slv_reg1;
        slv_reg2 <= slv_reg2;
        slv_reg3 <= slv_reg3;
      end
      endcase
    end
    if(DONE)
    begin
      slv_reg0 <= (slv_reg0 | 32'h80000000);
    end
    if(INIT_START)
    begin
      slv_reg0 <= (slv_reg0 & 32'hFFFFFFFE);
    end
  end
  assign start = slv_reg0[0];
  assign num = slv_reg0[11:1];
  assign size = slv_reg0[30:12];
  assign raddr = slv_reg1;
  assign laddr = slv_reg2;
  assign waddr = slv_reg3;
  assign wait_request = 1'b0;
endmodule
</file>
<file path="design/flow/run.sh">
#!/bin/bash
# OpenROAD 26Q1-2900-gdf79404cd8, Yosys 0.63+post, stock flow scripts
make -C /OpenROAD-flow-scripts/flow DESIGN_CONFIG=/design/flow/config.mk WORK_HOME=/design/flow/orfs finish
</file>
<file path="design/flow/config.mk">
export PLATFORM = sky130hd
export DESIGN_NAME = AVS_ACCELERATOR
export DESIGN_NICKNAME = AVS_ACCELERATOR
export VERILOG_FILES = /design/flow/design.v
export SDC_FILE = /design/flow/constraint.sdc
export NUM_CORES = 4
export LEC_CHECK = 1
export CORE_UTILIZATION = 30
</file>
<file path="design/flow/constraint.sdc">
current_design AVS_ACCELERATOR

set clk_period 15.2
set clk_io_pct 0.2

create_clock -name clk0 -period $clk_period [get_ports {csi_clock_clk}]

set non_clock_inputs [all_inputs -no_clocks]
set_input_delay [expr $clk_period * $clk_io_pct] -clock clk0 $non_clock_inputs
set_output_delay [expr $clk_period * $clk_io_pct] -clock clk0 [all_outputs]
</file>
==> impl_metrics.json <==
{
  "outcome": "finished, final reports clean",
  "yosysSeqAreaShare_pct": 37.85,
  "intPower_mw": 1.670,
  "critPathKind": "in -> out",
  "grt_max_degree": 110,
  "dieArea_sq_um": 69360,
  "drive_gt1_share_pct": 7.175,
  "warnings": 32,
  "synth_cell_types": 73,
  "period_needed_ns": 8.125,
  "cts_tree": "built",
  "synth_cells": 2472,
  "powerDensity_nw_per_um2": 96.29,
  "power_frac_seq_pct": 42.9,
  "dieWidth_um": 263.4,
  "layout_top_cell": "nand2_1",
  "rsz0062_at_grt": "no",
  "track_usage_pct": 19.45,
  "top_cell_area_share_pct": 19.24,
  "utilization_pct": 36.44,
  "core_area_sq_um": 67400,
  "setup_viol": 0,
  "cts-htree-levels": 2,
  "slew_headroom_pct": 41.92,
  "hold_viol_final": 0,
  "vias_per_cell": 5.199,
  "p_switching_mw": 0.6944,
  "min_from": "AVM_AVALONMASTER_MAGNITUDE_INST.sum[0]",
  "totalWireLength_um": 65810,
  "io_buffers": 167,
  "postCtsSetupBuffers": 0,
  "hpwl_um": 46760,
  "syn_area_per_cell_sq_um": 8.290,
  "cts_buffers": 39,
  "tns_ns": 0,
  "edf_count": 127,
  "ys_warn_count": 3,
  "holdBufCountCts": 0,
  "netlist_area_sq_um": 20490,
  "diodes": 0,
  "clkSinkCount": 324,
  "top_cells_by_area": "dfxtp_1, edfxtp_1, nand2_1, o21ai_0, nor2_1",
  "areaGrowthSynthToFinish_pct": 19.83,
  "antenna_found_initial": 0,
  "start_kind": "input port",
  "finalCritPeriodShare_pct": 53.46,
  "wl_per_cell_um": 18.54,
  "comb_power_share_pct": 17.6,
  "regArea_sq_um": 7761,
  "vias": 18450,
  "path_clk_slew_ns": 0.06,
  "cap_violations": 0,
  "ys_async_sr_fraction_pct": 0,
  "setup.worst_path.start": "avs_avalonslave_address[3]",
  "ys.flop_type": "dfxtp_1",
  "critPathArrivalTime_ns": 5.09,
  "firstDrtPassIters": 5,
  "timing.fmax_ghz": 0.1231,
  "clockRootBuffer": "clkbuf_16",
  "logic_area_sq_um": 12430,
  "gp_congestion": 0.9314,
  "drt_iter0_markers": 1359,
  "grt_first_pass_wirelength_um": 102000,
  "tightest_slew_ns": 0.8646,
  "antenna_left": 0,
  "grt_overflow": 0,
  "skew_ns": 0.03695,
  "totalPowerFinal_mw": 2.365,
  "r2r_start": "AVM_AVALONMASTER_MAGNITUDE_INST.ps[5]",
  "fp-row-count": 95,
  "crit_path_end_kind": "output pin",
  "cp.required_ns": 12.16,
  "top_area_cell": "dfxtp_1",
  "synth_flops": 324,
  "worst-path-max-fanout": 24,
  "fp-utilization_pct": 30.41,
  "vdd_drop_max_mv": 0.08218,
  "ys_chip_area_sq_um": 20490,
  "cts-resized-gates": 0,
  "r2r_slack_ns": 11.30,
  "pwr-share-clk_pct": 39.5,
  "clk_latency_ns": 0.58,
  "p_leak_nw": 8.795,
  "lay_top_cells": "nand2_1, nor2_1, o21ai_0",
  "maxSlewViolCount": 0,
  "io_pins": 172,
  "clock_path_buffers": 3,
  "first_global_vias": 17240,
  "drc": 0,
  "yosysCellCount": 2472,
  "die_h_um": 263.4,
  "holdWs_ns": 0.4726,
  "num-fill-cells": 6815,
  "min_path_type": "reg -> reg",
  "swShare_pct": 29.37
}
==> flip-flops by register name (all words and copies together) (netlist names) <==
signal / cells
AVM_AVALONMASTER_MAGNITUDE_INST.laddr: 32
AVM_AVALONMASTER_MAGNITUDE_INST.cnt2: 19
AVS_AVALONSLAVE_CTRL_INST.slv_reg3: 32
AVM_AVALONMASTER_MAGNITUDE_INST.sum: 64
AVM_AVALONMASTER_MAGNITUDE_INST.cnt1: 11
AVM_AVALONMASTER_MAGNITUDE_INST.raddr: 32
AVM_AVALONMASTER_MAGNITUDE_INST.waddr: 32
AVS_AVALONSLAVE_CTRL_INST.slv_reg1: 32
AVS_AVALONSLAVE_CTRL_INST.slv_reg0: 32
AVM_AVALONMASTER_MAGNITUDE_INST.ps: 6
AVS_AVALONSLAVE_CTRL_INST.slv_reg2: 32
==> synth_stat cells, types with 4 or more instances <==
| cell type | n |
|---|---|
| o211ai_1 | 12 |
| or4_1 | 24 |
| o22a_1 | 6 |
| and3_1 | 33 |
| and4_1 | 7 |
| nor4_1 | 9 |
| or3_1 | 27 |
| o41ai_1 | 9 |
| a21oi_1 | 142 |
| o21a_1 | 11 |
| mux4_2 | 32 |
| o21bai_1 | 5 |
| buf_1 | 20 |
| o311ai_0 | 5 |
| xor2_1 | 79 |
| nor2b_1 | 15 |
| a22oi_1 | 4 |
| nand2_1 | 450 |
| clkbuf_1 | 141 |
| or2_2 | 6 |
| o2111ai_1 | 6 |
| dfxtp_1 | 197 |
| inv_1 | 19 |
| ha_1 | 41 |
| edfxtp_1 | 127 |
| nor3_1 | 67 |
| a21o_1 | 13 |
| xnor2_1 | 92 |
| nand3_1 | 79 |
| nand2b_1 | 16 |
| mux2i_1 | 53 |
| a221oi_1 | 10 |
| a311oi_1 | 9 |
| a211oi_1 | 67 |
| o21ai_0 | 218 |
| o31ai_1 | 26 |
| nor2_1 | 231 |
| mux2_2 | 34 |
| nand4_1 | 44 |
| and2_1 | 21 |
| o211a_1 | 7 |
| a31oi_1 | 14 |
==> power by group through the flow <==
stage | Sequential [mW] | Combinational (mW) | Clock, mW
finish | 1.01 | 0.416 | 0.934
CTS | 1.01 | 0.416 | 0.955
global route | 1.02 | 0.465 | 0.982
==> final timing paths <==
| path | to | depth (start not counted) |
|---|---|---|
| setup reg to reg | AVM_AVALONMASTER_MAGNITUDE_INST.cnt2[18] | 14 |
| hold / removal | AVM_AVALONMASTER_MAGNITUDE_INST.sum[0] | 2 |
| hold reg to reg | AVM_AVALONMASTER_MAGNITUDE_INST.sum[0] | 2 |
| setup / recovery | avs_avalonslave_readdata[10] | 4 |
==> cell families (layout without fill, tap and decap cells) <==
logic type	count (synthesis)	after routing	share of synthesized area (%)
simple gates	1044	1044	23.15
xor+xnor	171	171	7.308
flops	324	324	37.85
compound gates	586	586	17.64
buf+inv	184	293	3.437
other cells	2	97	0.03665
fa+ha+maj	42	42	2.601
mux	119	119	7.974
==> cell type report <==
class / instances / area share, %
multi-input combinational: 2059 / 50.63
inverter: 21 / 0.3363
timing repair buffer: 200 / 7.816
sequential: 324 / 31.60
clock inverter: 12 / 0.5401
clock buffer: 60 / 4.621
tap: 873 / 4.448
==> metrics by stage <==
stage / area, sq um / instances / setup slack [ns]
floorplan: 20850 / 2567 / 7.567
global placement: 23290 / 3477 / 6.793
detailed placement: 23290 / 3477 / 6.790
CTS: 24560 / 3549 / 7.006
global route: 24560 / 3549 / 6.937
finish: 24560 / 3549 / 7.075
==> critical path, cell delays in order <==
cell	delay, ns
buf_2	0.43
buf_4	0.53
mux4_2	0.60
clkdlybuf4s50_1	0.47
==> per-layer routing <==
metal,up-vias,GRT usage (%),part of all wire (%)
met4,0,4.378,2.7
met5,-,0,0
li1,9199,-,-
met2,525,27.71,42
met3,97,6.534,8.6
met1,8630,29.14,46
Power and IR drop assume default switching activity.
